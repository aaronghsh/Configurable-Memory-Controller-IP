## ./config.mk

```make
export PLATFORM = sky130hd
export DESIGN_NAME = mem_ctrl
export DESIGN_NICKNAME = mem_ctrl
export VERILOG_FILES = /design/flow/design.v
export SDC_FILE = /design/flow/constraint.sdc
export NUM_CORES = 4
export LEC_CHECK = 1
export CORE_UTILIZATION = 30
export SYNTH_HDL_FRONTEND = slang
export SYNTH_MEMORY_MAX_BITS = 65536
```

## ./constraint.sdc

```tcl
current_design mem_ctrl

set clk_period 4.8
set clk_io_pct 0.2

create_clock -name clk0 -period $clk_period [get_ports {clk}]

set non_clock_inputs [all_inputs -no_clocks]
set_input_delay [expr $clk_period * $clk_io_pct] -clock clk0 $non_clock_inputs
set_output_delay [expr $clk_period * $clk_io_pct] -clock clk0 [all_outputs]
```

## ./design.v

```verilog
`timescale 1ns/1ps
module mem_ctrl #(
  parameter int DATA_W    = 32,
  parameter int ADDR_W    = 32,
  parameter int MEM_WORDS = 2048,
  parameter int RD_LAT    = 2,
  parameter int WR_LAT    = 2,
  parameter logic [ADDR_W-1:0] BASE_ADDR = 'h0000_0000
)(
  input  logic                     clk,
  input  logic                     rst_n,
  input  logic                     ar_valid,
  output logic                     ar_ready,
  input  logic [ADDR_W-1:0]        ar_addr,
  input  logic [7:0]               ar_len,
  output logic                     r_valid,
  input  logic                     r_ready,
  output logic [DATA_W-1:0]        r_data,
  output logic                     r_last,
  output logic [1:0]               r_resp,
  input  logic                     aw_valid,
  output logic                     aw_ready,
  input  logic [ADDR_W-1:0]        aw_addr,
  input  logic [7:0]               aw_len,
  input  logic                     w_valid,
  output logic                     w_ready,
  input  logic [DATA_W-1:0]        w_data,
  input  logic                     w_last,
  output logic                     b_valid,
  input  logic                     b_ready,
  output logic [1:0]               b_resp
);
  logic [DATA_W-1:0] mem [0:MEM_WORDS-1];
  function automatic logic in_range(input logic [ADDR_W-1:0] a);
    logic [ADDR_W-1:0] end_addr;
    end_addr = BASE_ADDR + (MEM_WORDS * (DATA_W/8));
    return (a >= BASE_ADDR) && (a < end_addr);
  endfunction
  function automatic int addr2idx(input logic [ADDR_W-1:0] a);
    return int'((a - BASE_ADDR) >> $clog2(DATA_W/8));
  endfunction
  typedef enum logic [1:0] {R_IDLE,R_WAIT,R_BURST} rstate_e;
  rstate_e rstate;
  logic [ADDR_W-1:0] r_addr;
  logic [7:0]        r_beats;
  int                r_lat;
  assign ar_ready = (rstate==R_IDLE);
  always_ff @(posedge clk or negedge rst_n) begin
    if(!rst_n) begin
      rstate<=R_IDLE; r_valid<=0; r_last<=0; r_resp<=2'b00;
      r_addr<='0; r_beats<='0; r_lat<=0; r_data<='0;
    end else begin
      if (r_valid && r_ready) r_valid<=0;
      unique case(rstate)
        R_IDLE: if (ar_valid && ar_ready) begin
          if (!in_range(ar_addr)) begin
            r_resp<=2'b10; r_data<='0; r_last<=1; r_valid<=1;
          end else begin
            r_addr<=ar_addr; r_beats<=ar_len; r_lat<=RD_LAT; r_resp<=2'b00; r_last<=0; rstate<=R_WAIT;
          end
        end
        R_WAIT: if (r_lat>0) r_lat<=r_lat-1; else rstate<=R_BURST;
        R_BURST: if (!r_valid || (r_valid && r_ready)) begin
          int idx = addr2idx(r_addr);
          r_data <= (idx>=0 && idx<MEM_WORDS) ? mem[idx] : '0;
          r_resp <= (idx>=0 && idx<MEM_WORDS) ? 2'b00 : 2'b10;
          r_valid<=1; r_last <= (r_beats==0);
          r_addr <= r_addr + (DATA_W/8);
          if (r_beats!=0) r_beats<=r_beats-1; else rstate<=R_IDLE;
        end
      endcase
    end
  end
  typedef enum logic [1:0] {W_IDLE,W_COLLECT,W_WAIT,W_RESP} wstate_e;
  wstate_e wstate;
  logic [ADDR_W-1:0] w_addr;
  logic [7:0]        w_beats;
  int                w_lat;
  assign aw_ready = (wstate==W_IDLE);
  assign w_ready  = (wstate==W_COLLECT);
  always_ff @(posedge clk or negedge rst_n) begin
    if(!rst_n) begin
      wstate<=W_IDLE; w_addr<='0; w_beats<='0; w_lat<=0; b_valid<=0; b_resp<=2'b00;
    end else begin
      if (b_valid && b_ready) b_valid<=0;
      unique case(wstate)
        W_IDLE: if (aw_valid && aw_ready) begin
          if (!in_range(aw_addr)) begin
            b_resp<=2'b10; b_valid<=1; wstate<=W_RESP;
          end else begin
            w_addr<=aw_addr; w_beats<=aw_len; w_lat<=WR_LAT; wstate<=W_COLLECT;
          end
        end
        W_COLLECT: if (w_valid && w_ready) begin
          int idx = addr2idx(w_addr);
          if (idx>=0 && idx<MEM_WORDS) mem[idx] <= w_data;
          if (w_beats==0) wstate<=W_WAIT;
          else begin w_beats<=w_beats-1; w_addr<=w_addr + (DATA_W/8); end
        end
        W_WAIT: if (w_lat>0) w_lat<=w_lat-1; else begin b_resp<=2'b00; b_valid<=1; wstate<=W_RESP; end
        W_RESP: if (b_ready) wstate<=W_IDLE;
      endcase
    end
  end
endmodule
```

## ./run.sh

```bash
#!/bin/bash
# OpenROAD 26Q1-2900-gdf79404cd8, Yosys 0.63+post, stock flow scripts
make -C /OpenROAD-flow-scripts/flow DESIGN_CONFIG=/design/flow/config.mk WORK_HOME=/design/flow/orfs finish
```

==> reports/results.txt <==
final antenna-violating net count: 0
hold violation total from the final report: 0
Crit Path Class: register to register
number of warning messages in the yosys log: 0
global-route wire length before repair: 32.2 mm
core occupancy in the finished layout: 0.391
number of cells in Yosys stat: 816
worst voltage drop across the vdd grid: 0.000214 V
r2r endpoint: w_lat[29]
areal power density over the cells: 305 nW/um^2
top-level port count: 162
Post-synth ARST share: 0.795
fraction of final layout cells sized beyond drive strength 1: 0.0672
total gr overflow: 0
hpwl dp: 12.8 mm
worst setup slack for register-to-register paths: 1790 ps
dominant cell type by area after synthesis: sky130_fd_sc_hd__dfrtp_1
largest net degree at the start of global routing: 65
total of cells resized after clock tree synthesis: 0
critical path startpoint: w_lat[6]
count of buffers added by post-CTS timing repair for setup: 0
number of endpoints failing setup at the final stage: 0
Area Growth Syn to Fin: 28.2%
worst reg-to-reg path cell count: 6
number of max-slew violations in the final report: 0
maximum net fanout on the critical path: 34
Comb gate area: 3520 um^2
cell at the slowest stage of the critical path: sky130_fd_sc_hd__and3_1
horizontal die dimension: 165 um
CP max stage delay: 660 ps
quantity of I/O buffers inserted on ports: 132
share of the clock period used by the worst path after layout: 0.628
average wire per cell in the routed design: 15.4 um
number of H-tree levels: 4
initial antenna violation count: 0
fraction of the core area occupied by cells at floorplan: 0.305
number of vias per cell after detailed routing: 5.28
crit path capture: w_lat[29]
sequential-to-total area share from yosys stat: 0.512
Flops after synth: 156
number of distinct library cell variants in the gate-level netlist after synthesis: 65
largest cells by area after synthesis: sky130_fd_sc_hd__dfrtp_1 (38%), sky130_fd_sc_hd__edfxtp_1 (12%), sky130_fd_sc_hd__nand2_1 (5.5%)
leakage component of the power: 0.00365 uW
diode count: 0
tool warnings: 55
minimum period implied by the final worst setup slack: 3010 ps
Die ar.: 27,200 um^2
number of remaining DRC errors: 0
mean post-synth cell area: 9.74 um^2
cells along the critical path: nor4_1, and3_1, a41o_1, buf_4, o31ai_1, a21oi_1
ys flop type: sky130_fd_sc_hd__dfrtp_1
count of cells along the worst hold path: 2
post-synthesis chip area from yosys: 7950 um^2
data required time at the worst endpoint: 5130 ps
total negative setup slack: 0 ps
number of standard cells after synthesis: 816
flip-flop and latch area: 4070 um^2
number of flops mapped to enable cells by yosys: 32
CP arrival: 3340 ps
number of iterations in the first detailed-routing pass: 5
slew of the pin with the lowest slew margin: 934 ps
floorplan row count: 59
HP Start: r_data[30]
status: finished clean
chip height: 165 um
filler cell count: 2,520
Insertion Delay late pin: 410 ps
startpoint types: register
routability congestion estimate from global placement: 0.857
CP endpoint kind: register
upper clock frequency limit: 332 MHz
synthesized area: 7950 um^2
max-cap violations: 0
worst slew margin relative to its limit: 0.377
overall routed net length: 19.6 mm
share of the synthesized area in the top cell type: 0.384
number of global-route vias before repair: 6,204
Clk Tree Root Cell: sky130_fd_sc_hd__clkbuf_16
setup repair after global routing missed its margin: false
startpoint of the worst-slack reg-to-reg timing path: w_lat[6]
Tightest Hold Check Type: register to register
CTS clk-pin slew, worst paths: 60 ps
overall routing resource usage: 0.152
CTS tree: built
number of sinks driven by the clock tree: 156
core region area: 26,100 um^2
detailed router's first-iteration violation count: 574
clock buffer count from CTS: 17
clock skew: 7.05 ps
number of hold buffers added after CTS: 0
Longest Clk Path Bufs: 2
vias after detailed routing: 6,718
area by class of cell:
type                            count  share of cell area
Multi-Input combinational cell    574               0.345
Tap cell                          335              0.0411
Sequential cell                   156               0.399
Clock buffer                       18              0.0431
Timing Repair Buffer              145               0.139
Inverter                           30              0.0111
Clock inverter                     14              0.0212
flip-flops by register name (all words and copies together) (netlist names):
register	cells
mem	32
r_data	32
r_lat	32
w_lat	32
r_beats	8
w_beats	8
wstate	4
rstate	3
b_resp	1
b_valid	1
r_last	1
r_resp	1
r_valid	1
critical path, delay by kind of cell, from the launching register on:
kind | cells | cell delay [ps]
buf+inv | 1 | 400
flops | 1 | 420
simple gates | 2 | 1210
compound gates | 3 | 880
how the worst min path moves through the flow:
stage	endpoint	slack (ps)
CTS	r_data[30]	480
global route	r_data[7]	500
finish	r_data[30]	480
cell usage in the layout (no fill, tap or decap), types with 21 or more instances in the layout:
cell type                           n
sky130_fd_sc_hd__a21oi_1           46
sky130_fd_sc_hd__clkdlybuf4s50_1  131
sky130_fd_sc_hd__dfrtp_1          122
sky130_fd_sc_hd__edfxtp_1          32
sky130_fd_sc_hd__inv_1             30
sky130_fd_sc_hd__nand2_1          117
sky130_fd_sc_hd__nor2_1            24
sky130_fd_sc_hd__nor3_1            21
sky130_fd_sc_hd__nor4_1            31
sky130_fd_sc_hd__o21ai_0           41
sky130_fd_sc_hd__o31ai_1           58
sky130_fd_sc_hd__or4_1             55
metal layers:
metal	GRT usage	vias to the layer above	wire length (um)
li1	-	3301	-
met1	0.238	3219	9420
met2	0.232	189	8900
met3	0.0300	9	1090
met4	0.0158	0	154
met5	0	-	0
synthesized netlist by cell type (4+ instances only):
cell                         n
sky130_fd_sc_hd__dfrtp_1   122
sky130_fd_sc_hd__nand2_1   117
sky130_fd_sc_hd__o31ai_1    58
sky130_fd_sc_hd__or4_1      55
sky130_fd_sc_hd__a21oi_1    46
sky130_fd_sc_hd__clkbuf_1   41
sky130_fd_sc_hd__o21ai_0    41
sky130_fd_sc_hd__edfxtp_1   32
sky130_fd_sc_hd__nor4_1     31
sky130_fd_sc_hd__inv_1      30
sky130_fd_sc_hd__nor2_1     24
sky130_fd_sc_hd__nor3_1     21
sky130_fd_sc_hd__nand2b_1   18
sky130_fd_sc_hd__nand4_1    16
sky130_fd_sc_hd__mux2i_1    15
sky130_fd_sc_hd__nand3_1    13
sky130_fd_sc_hd__or3_1      13
sky130_fd_sc_hd__a221oi_1   12
sky130_fd_sc_hd__buf_2       8
sky130_fd_sc_hd__ha_1        7
sky130_fd_sc_hd__or2_2       7
sky130_fd_sc_hd__and2_1      5
sky130_fd_sc_hd__and3_1      5
sky130_fd_sc_hd__nand4b_1    5
sky130_fd_sc_hd__o21a_1      5
sky130_fd_sc_hd__and4_1      4
sky130_fd_sc_hd__buf_4       4
sky130_fd_sc_hd__nor2b_1     4
power by group:
part	internal [uW]	leakage, uW	switching (uW)
combinational	131	0.00172	70.9
sequential	1390	0.00162	19.3
clock	940	0.000311	560
cells by family after synthesis:
kind of cell,after synthesis,share of synthesized area
fa+ha+maj,7,0.0110
other cells,1,0.000472
buf+inv,87,0.0471
simple gates,355,0.249
compound gates,195,0.162
mux,15,0.0189
flops,156,0.512
metrics by stage:
step	instance area (um^2)	hold slack (ps)	std cells	total power (uW)	setup WS (ps)
6_report	10200	475	1272	3110	1790
5_1_grt	10200	496	1272	3220	1550
4_1_cts	10200	485	1272	3140	1820
3_5_place_dp	9530	470	1240	1640	1410
3_3_place_gp	9530	463	1240	1640	1440
2_1_floorplan	7950	426	817	1460	2040
Power and IR drop assume default switching activity.
